File: ./run.sh
#!/bin/bash
# OpenROAD 26Q1-2900-gdf79404cd8, Yosys 0.63+post, stock flow scripts
make -C /OpenROAD-flow-scripts/flow DESIGN_CONFIG=/design/flow/config.mk WORK_HOME=/design/flow/orfs finish
File: ./config.mk
export PLATFORM = sky130hd
export DESIGN_NAME = Mux21
export DESIGN_NICKNAME = Mux21
export VERILOG_FILES = /design/flow/design.v
export SDC_FILE = /design/flow/constraint.sdc
export NUM_CORES = 4
export LEC_CHECK = 1
export CORE_AREA = 10 10 71 71
export DIE_AREA = 0 0 81 81
export SYNTH_HDL_FRONTEND = slang
File: ./constraint.sdc
current_design Mux21

set clk_period 1.0
set clk_io_pct 0.2

create_clock -name clk0 -period $clk_period

set non_clock_inputs [all_inputs -no_clocks]
set_input_delay [expr $clk_period * $clk_io_pct] -clock clk0 $non_clock_inputs
set_output_delay [expr $clk_period * $clk_io_pct] -clock clk0 [all_outputs]
File: ./design.v
module Mux21 (
    input wire [31:0] a,
    input wire [31:0] b,
    input wire sel,
    output wire [31:0] out
);
    assign out = sel ? b : a;
endmodule
==> impl_metrics.py <==
# Synthesis and PnR figures
metrics = {
    "yosys": {
        "synthCells": 36,
        "xor_share": 0,
        "yosys.stat.chipArea_um2": 544,
        "yosys_warnings": 0,
        "yosysTopAreaCell": "mux2_4",
        "ys_sh_mux": 0.869,
        "area_leaders": "mux2_4 (83%), buf_12 (11%), mux2_2 (4.1%), buf_6 (2.1%)",
        "logic_family": "multiplexers",
        "synth-simple-area-share": 0,
        "ys_cells": 36,
        "top_area_frac": 0.828,
        "synthDistinctLibCells": 4,
        "aoi_share": 0,
        "avgSynthCellArea_um2": 15.1,
        "synthesis.area_um2": 544,
        "ys_seq_share": 0,
        "synthAdderAreaFrac": 0,
    },
    "sta": {
        "slew_viol_final": 0,
        "fmax_mhz": 848,
        "rsz0062_at_grt": "yes",
        "finalCritPeriodShare": 1.18,
        "period_minus_slack_ns": 1.18,
        "setup_slack_ns": -0.179,
        "fin_tns_setup_ns": -3.30,
        "relSlewSlack": 0.942,
        "hold_viol": 0,
        "worst_slew_pin_slew_ns": 0.0870,
        "setup_violations": 32,
    },
    "global_routing": {
        "grt_pass1_vias": 764,
        "grt_max_degree": 11,
        "track_usage": 0.0779,
        "grt_pass1_wl_um": 4140,
        "antenna_found_initial": 0,
        "gr-total-overflow": 0,
    },
    "final_layout": {
        "postLayoutCoreUtil": 0.438,
        "flop-count": 0,
        "finish.instance_area_um2": 1590,
        "drive_gt1_frac": 0.540,
        "lay_top_count": "dlygate4sd2_1",
        "nClkBuffers": 0,
        "regArea_um2": 0,
        "layout_top_cells": "dlygate4sd2_1 (51), mux2_4 (31), buf_6 (23), buf_2 (13), clkdlybuf4s50_1 (9)",
        "area_delta_synth_final_pct": 192,
    },
    "floorplan": {
        "dieWidth_um": 81,
        "core_area_um2": 3630,
        "rows": 22,
        "die_h_um": 81,
        "initial_utilization": 0.150,
        "die-area_um2": 6560,
        "io-pin-count": 97,
    },
    "worst_setup_path": {
        "worstSetupStartpoint": "sel",
        "critPathMaxFanout": 6,
        "critPathArrivalTime_ns": 0.98,
        "critPathRequiredTime_ns": 0.80,
        "cp_slowest_cell": "mux2_4",
        "critPathMostFrequentCell": "buf_12",
        "critPathCaptureType": "output pin",
        "path_cells": "buf_12 > buf_12 > buf_12 > mux2_4 > buf_6",
        "start_kind": "input pin",
        "crit_end": "out[4]",
        "path_depth": 5,
        "critPathBufInv": 4,
        "path_delay_family": "buffers and inverters",
        "cpPeakStageDelay_ns": 0.29,
        "crit_type": "in -> out",
    },
    "detailed_routing": {
        "wl_met3_um": 350,
        "vias": 715,
        "route.met2.wl_um": 1450,
        "via_per_inst": 3.82,
        "detail_route.first_pass.iterations": 2,
        "wl_met1_um": 1080,
        "wirelength_um": 2880,
        "drt_iter0_markers": 3,
        "drcViolationCount": 0,
        "wl_per_cell_um": 15.4,
        "drtAntennaViolNets": 0,
        "diodes": 0,
        "highest_layer": "met3",
    },
    "placement": {
        "post-dp-hpwl_um": 2500,
        "dpl_cell_area_um2": 1540,
        "gp_congestion": 0.832,
        "dp_worst_setup_slack_ns": -0.512,
        "io_buffer_count": 97,
    },
    "outcome": {
        "status": "complete, but fails checks",
        "violations": "setup timing",
    },
    "job": {
        "drv_cap": 0,
        "warnings": 34,
    },
    "clocking": {
        "cts_hold_buf": 0,
    },
    "power": {
        "vdd_ir_drop_max_mv": 0.169,
        "leakagePower_uw": 0.000872,
        "p_per_area_nw_per_um2": 392,
    },
    "hold_path": {
        "hold_path.class": "in -> out",
    },
}
[worst min-delay path by stage]
| stage | startpoint | end | depth (start not counted) | slack [ns] |
|---|---|---|---|---|
| 4_1_cts | sel | out[29] | 3 | 0.75 |
| 5_1_grt | a[29] | out[29] | 3 | 0.72 |
| 6_report | b[29] | out[29] | 3 | 0.69 |
[synthesized netlist by cell type]
master	count
buf_12	3
buf_6	1
mux2_2	2
mux2_4	30
[kinds of logic after synthesis]
family	count (synthesis)
buffers and inverters	4
muxes	32
[final cells by class]
| type | instances | area [um2] |
|---|---|---|
| fillers | 357 | 2040 |
| repair buffers | 107 | 1050 |
| multi-input cells | 32 | 477 |
| well taps | 48 | 60.1 |
[repair_timing]
item | in CTS | in global routing
endpoints found under the setup margin | 32 | 32
gates cloned | 2 | 0
setup buffers | 5 | 1
resized | 171 | 10
[report_power, final]
group	total, uW	internal (uW)	switching (uW)
registers	0	0	0
clock network	0	0	0
logic	624	487	137
[per-stage QoR]
step / std cells / power, uW / hold WS, ns
2_1_floorplan: 36 / 206 / 0.498
3_3_place_gp: 179 / 656 / 1.17
3_5_place_dp: 179 / 661 / 1.19
4_1_cts: 186 / 614 / 0.751
5_1_grt: 187 / 666 / 0.717
6_report: 187 / 624 / 0.691
[layer usage]
layer / vias to the layer above / track usage
met5: - / 0
met4: 0 / 0
met1: 320 / 0.0903
met3: 0 / 0.0278
li1: 345 / -
met2: 50 / 0.143
No activity file was given, so power comes from the tool's default toggle rates.
